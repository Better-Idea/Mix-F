===== flow/config.mk =====
export PLATFORM = sky130hd
export DESIGN_NAME = uart
export DESIGN_NICKNAME = uart
export VERILOG_FILES = /design/flow/design.v
export SDC_FILE = /design/flow/constraint.sdc
export NUM_CORES = 4
export LEC_CHECK = 1
export CORE_UTILIZATION = 30

===== flow/constraint.sdc =====
current_design uart

set clk_period 1.0
set clk_io_pct 0.2

create_clock -name clk0 -period $clk_period [get_ports {i_clock_50mhz}]

set non_clock_inputs [all_inputs -no_clocks]
set_input_delay [expr $clk_period * $clk_io_pct] -clock clk0 $non_clock_inputs
set_output_delay [expr $clk_period * $clk_io_pct] -clock clk0 [all_outputs]

===== flow/design.v =====
module clock_division(
    i_reset,
    i_clock,
    i_top,
    o_clock
);
    parameter           max_counter = 256;
    parameter           bits = 
        max_counter <= 2          ?  1 :
        max_counter <= 4          ?  2 :
        max_counter <= 8          ?  3 :
        max_counter <= 16         ?  4 :
        max_counter <= 32         ?  5 :
        max_counter <= 64         ?  6 :
        max_counter <= 128        ?  7 :
        max_counter <= 256        ?  8 :
        max_counter <= 512        ?  9 :
        max_counter <= 1024       ? 10 :
        max_counter <= 2048       ? 11 :
        max_counter <= 4096       ? 12 :
        max_counter <= 8192       ? 13 :
        max_counter <= 16384      ? 14 :
        max_counter <= 32768      ? 15 :
        max_counter <= 65536      ? 16 :
        max_counter <= 131072     ? 17 :
        max_counter <= 262144     ? 18 :
        max_counter <= 524288     ? 19 :
        max_counter <= 1048576    ? 20 :
        max_counter <= 2097152    ? 21 :
        max_counter <= 4194304    ? 22 :
        max_counter <= 8388608    ? 23 :
        max_counter <= 16777216   ? 24 :
        max_counter <= 33554432   ? 25 :
        max_counter <= 67108864   ? 26 :
        max_counter <= 134217728  ? 27 :
        max_counter <= 268435456  ? 28 :
        max_counter <= 536870912  ? 29 :
        max_counter <= 1073741824 ? 30 : -1;
    input               i_reset;
    input               i_clock;
    input      [bits - 1:0]     i_top;
    output reg                  o_clock     = 0;
    reg        [bits - 1:0]     t           = 0;
    reg        [bits - 1:0]     counter     = 1;
always @ (posedge i_clock or posedge i_reset) begin
    if (i_reset) begin
        o_clock                     = 0;
        t                           = 0;
        counter                     = 1;
    end else begin
        o_clock                     = t;
        t                           = counter == i_top;
        counter                     = t ? 1 : counter + 1;
    end
end
endmodule
module reset(
    input       i_extern_reset,
    input       i_clock_xxmhz,
    output reg  o_reset         = 0
);
    reg         once            = 1;
always @ (negedge  i_clock_xxmhz) begin
    if (once) begin
        if (o_reset ~^ i_extern_reset) begin
            o_reset             = 1;
            once                = 0;
        end
    end else begin
        o_reset                 = 0;
        if (o_reset ^ i_extern_reset) begin
            once                = 1;
        end
    end
end
endmodule
module uart_rx(
    input                       i_reset,
    input                       i_clock_x8,
    input       [ 1:0]          i_parity,
    input       [ 3:0]          i_data_width,
    input                       i_data,
    output reg                  o_error_parity      = 0,
    output reg                  o_error_stop_bit    = 0,
    output reg                  o_store_req         = 0,
    output reg  [15:0]          o_data              = 0
);
    parameter rx_start_bit                      = 0;
    parameter rx_data_bits                      = 1;
    parameter rx_parity_bit                     = 2;
    parameter rx_stop_bit                       = 3;
    reg         [ 3:0]          i               = 0;
    reg         [ 2:0]          step            = 0;
    reg         [ 2:0]          state           = rx_start_bit;
    reg                         latch           = 1;
    reg                         check           = 0;  
always @ (posedge i_reset or posedge i_clock_x8) begin
    if (i_reset) begin
        o_error_parity              = 0;
        o_error_stop_bit            = 0;
        o_store_req                 = 0;
        o_data                      = 0;
        i                           = 0;
        step                        = 0;
        state                       = rx_start_bit;
        latch                       = 1;
        check                       = 0;
    end else if (state == rx_start_bit) begin
        if (latch) begin
            latch                   = i_data;
            step                    = 0;
            state                   = rx_start_bit;
        end else begin
            state                   = step == 7 ? rx_data_bits : rx_start_bit;
            step                    = step + 1;
        end
        o_error_parity              = 0;
        o_error_stop_bit            = 0;
        o_store_req                 = 0;
        i                           = 0;
        check                       = 0;
    end else begin
        step                        = step + 1;
        if (step[2:0] == 4) begin
            latch                   = i_data;
            case (state)
            rx_data_bits: begin
                o_data[i]           = latch;
                check               = check ^ latch;
                i                   = i + 1;
                if (i == i_data_width) begin
                    state           = i_parity[1] ? 
                        rx_parity_bit : 
                        rx_stop_bit;
                end
            end
            rx_parity_bit: begin
                o_error_parity      = check ^ latch ^ i_parity[0];
                state               = rx_stop_bit;
            end
            default: begin
                o_store_req         =  latch;
                o_error_stop_bit    = ~latch;
                state               = rx_start_bit;
            end endcase
        end
    end
end endmodule
module uart_tx(
    input                       i_reset,
    input                       i_clock,
    input       [ 1:0]          i_parity,
    input       [ 3:0]          i_data_width,
    input       [15:0]          i_data,
    input                       i_load_ack,
    output reg                  o_load_req  = 1,
    output reg                  o_data      = 1  
);
    parameter tx_start_bit                  = 0;
    parameter tx_data_bits                  = 1;
    parameter tx_parity_bit                 = 2;
    parameter tx_stop_bit                   = 3;
    reg                         parity      = 0;
    reg         [ 4:0]          i           = 0;
    reg         [ 1:0]          state       = tx_start_bit;
    wire                        is_idle     = i_load_ack != o_load_req;
always @ (posedge i_clock) begin
    if (i_reset) begin
        o_load_req              = 1;
        o_data                  = 1;
        parity                  = 0;
        i                       = 0;
        state                   = tx_start_bit;
    end else if (is_idle == 0) casex(state)
    tx_start_bit: begin
        parity                  = 0;
        i                       = 0;
        o_data                  = 0;
        state                   = tx_data_bits;
    end
    tx_data_bits: begin
        o_data                  = i_data[i];
        parity                  = i_data[i] ^ parity;
        i                       = i + 1;
        if (i == i_data_width) begin
            i                   = 0;
            state               = i_parity[1] ? 
                tx_parity_bit : 
                tx_stop_bit;
        end
    end
    tx_parity_bit: begin
        o_data                  = parity ^ i_parity[0];
        state                   = tx_stop_bit;
    end
    default: begin
        o_load_req              = ~i_load_ack;
        o_data                  = 1;
        state                   = tx_start_bit;
    end
    endcase
end
endmodule
module uart(
    input                   i_extern_reset,
    input                   i_clock_50mhz,
    input                   i_rx,
    output                  o_tx
);
    wire                    i_reset;
    wire                    i_clock_x8;
    wire [ 7:0]             data_rx;
    reg  [ 7:0]             buf_rx [0:3];
    reg  [ 7:0]             buf_tx              = 0;
    reg  [ 1:0]             idx_rx              = 0;
    reg  [ 1:0]             idx_tx              = 0;
    reg                     i_load_ack          = 0;
    wire                    o_error_parity;
    wire                    o_error_stop_bit;
    wire                    o_store_req;
    wire                    i_clock_rx          = i_clock_50mhz;
    wire                    i_clock_tx;
    wire                    o_load_req;
    uart_rx u_rx(
        .i_reset(i_reset),
        .i_clock_x8(i_clock_rx),
        .i_parity(0),
        .i_data_width(8),
        .i_data(i_rx),
        .o_error_parity(o_error_parity),
        .o_error_stop_bit(o_error_stop_bit),
        .o_store_req(o_store_req),
        .o_data(data_rx)
    );
    reset u_reset(
        .i_extern_reset(i_extern_reset),
        .i_clock_xxmhz(i_clock_50mhz),
        .o_reset(i_reset)
    );
    clock_division #(
        .max_counter(8)
    )div_at_6p25m(
        .i_reset(i_reset),
        .i_clock(i_clock_50mhz),
        .i_top(8),
        .o_clock(i_clock_tx)
    );
    uart_tx u_tx(
        .i_reset(i_reset),
        .i_clock(i_clock_tx),
        .i_parity(0),
        .i_data_width(8),
        .i_data(buf_tx),
        .i_load_ack(i_load_ack),
        .o_load_req(o_load_req),
        .o_data(o_tx)
    );
    wire    need_load           = i_load_ack != o_load_req;
always @ (posedge i_clock_rx) begin
    if (o_store_req) begin
        buf_rx[idx_rx]          = data_rx;
        idx_rx                  = idx_rx + 1;
    end
    if (need_load && idx_tx != idx_rx) begin
        buf_tx                  = buf_rx[idx_tx];
        idx_tx                  = idx_tx + 1;
        i_load_ack              = o_load_req;
    end
end
endmodule

===== flow/run.sh =====
#!/bin/bash
# OpenROAD 26Q1-2900-gdf79404cd8, Yosys 0.63+post, stock flow scripts
make -C /OpenROAD-flow-scripts/flow DESIGN_CONFIG=/design/flow/config.mk WORK_HOME=/design/flow/orfs finish

==> qor.tcl <==
set qor(run_status) {finished, violations left}
set qor(violations_in_the_final_reports) {setup timing}
set qor(yosys.area_share.adder) 0.0865
set qor(cp_slowest_stage_delay_ps) 390
set qor(synth.avg_cell_area_um2) 11.3
set qor(syn_inst) 333
set qor(worst_skew_pair.late_latency_ps) 380
set qor(placed_cells) 538
set qor(cts-root-to-sink-buffers) 2
set qor(worst-endpoint-required_ps) 1080
set qor(placement_rows) 40
set qor(worst_clock_skew_ps) 57.1
set qor(first_global_vias) 2737
set qor(core_util_floorplan) 0.311
set qor(final-max-slew-violation-count) 0
set qor(fill_cells) 1050
set qor(numSynthFlops) 81
set qor(timing_hold_violations_final) 0
set qor(ant_nets) 0
set qor(grt_usage) 0.135
set qor(detailedRoute.firstIterationViolations) 137
set qor(period_needed_ps) 1900
set qor(timing.max_slew.rel_slack) 0.518
set qor(grt_max_degree) 14
set qor(finalHoldWorstSlack_ps) 352
set qor(critical_path.max_fanout) 4
set qor(core_area_um2) 12100
set qor(area.growth.synth_to_final_pct) 49.8
set qor(chip_area_um2) 13000
set qor(tritoncts) {built}
set qor(syn-cell-area_um2) 3760
set qor(criticalPathCategory) {reg2reg}
set qor(yosys-stat-area_um2) 3760
set qor(timing.fmax_mhz) 526
set qor(place.detailed.hpwl_um) 4990
set qor(num_io_pins) 4
set qor(root_buffer) {sky130_fd_sc_hd__clkbuf_16}
set qor(cts.reportedPaths.clkPinSlew_ps) 60
set qor(period_used_share) 1.90
set qor(routed-via-count) 2723
set qor(crit_slowest_cell) {sky130_fd_sc_hd__dfxtp_4}
set qor(grt_remaining_overflow) 0
set qor(seq_area_frac_synth) 0.493
set qor(antenna_found_initial) 0
set qor(final_layout_size_suffix_gt1_frac) 0.495
set qor(route.antenna.diode_count) 0
set qor(worst_setup_path_end_kind) {flop}
set qor(power_frac_clock) 0.550
set qor(setup_violations) 81
set qor(crit_path_cell_trace) {inv_4 > ha_4 > nand2_8 > buf_12 > mux2_4 > a222oi_1 > nand2_1 > o21a_1}
set qor(cts_made_buffers) 9
set qor(grt_pass1_wl_um) 13500
set qor(routed_wire_length_per_instance_um) 14.1
set qor(power.share.combinational) 0.064
set qor(total_power_mw) 7.72
set qor(routed_via_density) 4.69
set qor(cp.arrival_ps) 1980
set qor(total_switching_power_mw) 1.48
set qor(switching_share) 0.191
set qor(cts_hold_buffers) 0
set qor(intPower_mw) 6.25
set qor(gp_congestion) 0.815
set qor(timing.critical_path.from_type) {flop}
set qor(grt_setup_unrepaired) {yes}
set qor(fin_ws_ps) -900
set qor(untimed_endpoints) 12
set qor(warning_count) 47
set qor(total_of_buffers_placed_on_input_and_output_ports) 3
set qor(worst_ir_drop_vdd_uv) 906
set qor(non_filler_instance_count_after_layout) 580
set qor(post-route-drc-count) 0
set qor(synth.mux.area_fraction) 0.142
set qor(synth_stat.cells) 333
set qor(post-route-util) 0.465
set qor(max_cap_viols) 0
set qor(setup-tns-final_ps) -31360
set qor(sequentialPowerShare) 0.386
set qor(synth.cellmix.xorXnorShare) 0.0210
set qor(h-tree-depth) 3
set qor(unclocked_pins) 10
set qor(drt_wl_total_um) 8190
set qor(yosysWarnings) 13
set qor(leakage_nw) 2.44
set qor(power.density_nw_per_um2) 1370
set qor(yosys_aoi_share) 0.123
set qor(netlist_logic_family_top) {multiplexers}
set qor(drt_first_pass_iters) 5
set qor(y_dimension_of_the_die_um) 114
set qor(synth_cell_types) 50
set qor(cp_num_buf_inv) 2
set qor(die_w_um) 114
set qor(cpLargestDelayFamily) {AND-OR/OR-AND gates}
set qor(synth-simple-area-share) 0.0921
set qor(worst_pin_slew_ps) 715
set qor(timing.hold.worst.class) {reg2reg}
routing by layer:
| layer | wire length, µm | track usage | up-vias |
|---|---|---|---|
| met4 | 52 | 0.0156 | 0 |
| met2 | 3910 | 0.216 | 42 |
| met3 | 337 | 0.0347 | 4 |
| met1 | 3890 | 0.194 | 1347 |
| li1 | - | - | 1330 |
| met5 | 0 | 0 | - |
power groups by stage:
stage	clock (mW)	combinational [mW]	sequential (mW)
4_1_cts	4.33	0.477	2.98
6_report	4.25	0.493	2.98
5_1_grt	4.48	0.539	2.98
synthesized netlist by cell type, drive strengths merged:
| cell type | instances | area [µm²] |
|---|---|---|
| dfxtp | 46 | 921 |
| mux2 | 37 | 450 |
| nand2 | 30 | 135 |
| ha | 26 | 325 |
| inv | 24 | 90.1 |
| o21ai | 24 | 124 |
| dfrtp | 22 | 551 |
| nor2 | 14 | 52.6 |
| a21oi | 11 | 58.8 |
| edfxtp | 11 | 330 |
| o21a | 9 | 67.6 |
| a222oi | 8 | 80.1 |
| buf | 8 | 47.5 |
| clkbuf | 6 | 22.5 |
| mux2i | 6 | 60.1 |
| nand3 | 5 | 25.0 |
| xnor2 | 5 | 43.8 |
| nand2b | 4 | 32.5 |
| xor2 | 4 | 35.0 |
| and2 | 3 | 18.8 |
| nor3 | 3 | 20.0 |
| o2111ai | 3 | 26.3 |
| a21boi | 2 | 15.0 |
| a21o | 2 | 15.0 |
| a22oi | 2 | 15.0 |
| a32oi | 2 | 17.5 |
| and3 | 2 | 13.8 |
| dfstp | 2 | 52.6 |
| nor4 | 2 | 18.8 |
| o211ai | 2 | 20.0 |
| a211oi | 1 | 7.51 |
| a311oi | 1 | 8.76 |
| and3b | 1 | 8.76 |
| mux4 | 1 | 22.5 |
| nand3b | 1 | 7.51 |
| nand4 | 1 | 6.26 |
| nor3b | 1 | 7.51 |
| o21bai | 1 | 7.51 |
cells by family (layout without fill, tap and decap cells):
family / after synthesis / count (layout)
muxes: 44 / 44
xor gates and xnor gates: 9 / 9
adders and majority gates: 26 / 26
AOI/OAI and AO/OA: 68 / 68
and+or+nand+nor: 67 / 67
buffers and inverters: 38 / 117
DFF: 81 / 81
area by class of cell:
class                      count  area [µm²]  share of cell area
multi-input combinational    214        2280               0.405
timing repair buffer          76         754               0.134
sequential                    81        1870               0.331
clock inverter                 5        97.6              0.0173
inverter                      23         100              0.0178
tap                          168         210              0.0373
clock buffer                  13         325              0.0577
stage by stage:
step / instance area, µm² / worst slack, ps
floorplan: 4050 / -690
global placement: 4600 / -874
detailed placement: 4600 / -855
CTS: 5480 / -890
global route: 5630 / -991
finish: 5630 / -900
placed cells by master, fill, tap and decap left out, types with 4 or more instances in the layout:
| master | count |
|---|---|
| sky130_fd_sc_hd__buf_4 | 47 |
| sky130_fd_sc_hd__dfxtp_1 | 43 |
| sky130_fd_sc_hd__mux2_4 | 37 |
| sky130_fd_sc_hd__nand2_1 | 22 |
| sky130_fd_sc_hd__dfrtp_1 | 20 |
| sky130_fd_sc_hd__buf_6 | 18 |
| sky130_fd_sc_hd__clkbuf_16 | 15 |
| sky130_fd_sc_hd__ha_1 | 14 |
| sky130_fd_sc_hd__nor2_1 | 13 |
| sky130_fd_sc_hd__inv_1 | 12 |
| sky130_fd_sc_hd__ha_4 | 12 |
| sky130_fd_sc_hd__edfxtp_1 | 11 |
| sky130_fd_sc_hd__o21ai_1 | 10 |
| sky130_fd_sc_hd__a222oi_1 | 8 |
| sky130_fd_sc_hd__o21a_1 | 8 |
| sky130_fd_sc_hd__inv_2 | 8 |
| sky130_fd_sc_hd__o21ai_2 | 7 |
| sky130_fd_sc_hd__mux2i_1 | 6 |
| sky130_fd_sc_hd__buf_12 | 6 |
| sky130_fd_sc_hd__a21oi_2 | 5 |
| sky130_fd_sc_hd__a21oi_1 | 5 |
| sky130_fd_sc_hd__o21ai_0 | 5 |
| sky130_fd_sc_hd__nand3_1 | 4 |
| sky130_fd_sc_hd__nand2b_4 | 4 |
| sky130_fd_sc_hd__nand2_8 | 4 |
| sky130_fd_sc_hd__inv_4 | 4 |
worst paths after layout:
check / start / endpoint / slack [ps] / depth (start not counted)
worst max-delay path: idx_rx[1]$_DFF_P_ / buf_tx[3]$_DFFE_PP_ / -900 / 8
worst min-delay path: div_at_6p25m.t[0]$_DFF_PP0_ / div_at_6p25m.o_clock$_DFF_PP0_ / 350 / 0
worst max register to register: idx_rx[1]$_DFF_P_ / buf_tx[3]$_DFFE_PP_ / -900 / 8
worst min register to register: div_at_6p25m.t[0]$_DFF_PP0_ / div_at_6p25m.o_clock$_DFF_PP0_ / 350 / 0
max in group asynchronous: u_reset.o_reset$_SDFFE_NN0N_ / u_rx.latch$_DFFE_PP1P_ / -60 / 2
min in group asynchronous: u_reset.o_reset$_SDFFE_NN0N_ / u_rx.o_data[5]$_DFFE_PP0P_ / 870 / 2
what timing repair did:
item / 4_1_cts / 5_1_grt
endpoints found under the hold margin: 0 / 0
setup endpoints to repair: 81 / 101
setup buffers: 15 / 10
pin swaps: 25 / 15
resized: 82 / 22
gates cloned: 2 / 1
sequential cells by signal, summed over array words and instances, names as in the netlist, 2 cells and up:
register	flops
buf_tx	8
u_rx.state	2
u_rx.i	4
u_tx.state	2
u_tx.i	5
u_rx.step	3
div_at_6p25m.counter	3
buf_rx	32
idx_tx	2
u_rx.o_data	8
idx_rx	2
Power and IR drop assume default switching activity.
