==> /design/flow/design.v <==
module serial_to_parallel(
    reset,
    clock,
    width,
    in,
    need_store,
    data
);
    parameter                   max_width   = 16;
    parameter                   bits        = 
        max_width <   1 ? -1:
        max_width <=  2 ?  0:
        max_width <=  4 ?  1:
        max_width <=  8 ?  2:
        max_width <= 16 ?  3:
        max_width <= 32 ?  4:
        max_width <= 64 ?  5: -1;
    input                       reset;
    input                       clock;
    input       [bits:0]        width;
    input                       in;
    output reg                  need_store  = 0;
    output reg  [max_width:0]   data        = 0;
    reg                         need_reset  = 0;
    (* KEEP="TRUE"*)
    reg         [bits:0]        i           = 0;
always @ (negedge reset or posedge clock) begin
    if (reset == 0) begin
        need_reset  = 1;
    end else if (need_reset) begin
        need_store  = 0;
        data        = 0;
        need_reset  = 0;
        i           = 0;
    end else begin
        data[i]     = in;
        i           = i + 1 == width ? 0 : i + 1;
        need_store  = i == 0;
    end
end
endmodule
==> /design/flow/run.sh <==
#!/bin/bash
# OpenROAD 26Q1-2900-gdf79404cd8, Yosys 0.63+post, stock flow scripts
make -C /OpenROAD-flow-scripts/flow DESIGN_CONFIG=/design/flow/config.mk WORK_HOME=/design/flow/orfs finish
==> /design/flow/config.mk <==
export PLATFORM = sky130hd
export DESIGN_NAME = serial_to_parallel
export DESIGN_NICKNAME = serial_to_parallel
export VERILOG_FILES = /design/flow/design.v
export SDC_FILE = /design/flow/constraint.sdc
export NUM_CORES = 4
export LEC_CHECK = 1
export CORE_AREA = 10 10 95 95
export DIE_AREA = 0 0 105 105
==> /design/flow/constraint.sdc <==
current_design serial_to_parallel

set clk_period 2.1
set clk_io_pct 0.2

create_clock -name clk0 -period $clk_period [get_ports {clock}]

set non_clock_inputs [all_inputs -no_clocks]
set_input_delay [expr $clk_period * $clk_io_pct] -clock clk0 $non_clock_inputs
set_output_delay [expr $clk_period * $clk_io_pct] -clock clk0 [all_outputs]
==> load_flow_metrics.sql <==
-- implementation run metrics
INSERT INTO impl_metrics (metric_group, metric, value, unit) VALUES
('synthesis', 'avgSynthCellArea', '10.4', 'um^2'),
('clock_tree', 'tritoncts_clock_tree', 'yes', ''),
('grt', 'globalRouteOverflowTotal', '0', ''),
('worst_setup_path', 'regToRegStartpoint', 'i[0]$_SDFFCE_PP0P_', ''),
('clock_tree', 'clock-sinks', '23', ''),
('synthesis', 'post_synth_inst_count', '154', ''),
('placement', 'port-buffer-count', '24', ''),
('clock_tree', 'cts_made_buffers', '3', ''),
('power', 'internal_power', '0.000849', 'W'),
('sta', 'slew_violations', '0', ''),
('grt', 'grt_pass1_wl', '5980', 'um'),
('drt', 'remaining_drc_errors', '0', ''),
('sta', 'timing_hold_violations_final', '0', ''),
('clock_tree', 'cts_post_setup_buffers_inserted', '0', ''),
('die', 'floorplan.core_util', '0.233', ''),
('clock_tree', 'root_buffer', 'sky130_fd_sc_hd__clkbuf_8', ''),
('synthesis', 'enable_flop_cells', '22', ''),
('worst_setup_path', 'startpoint', 'i[0]$_SDFFCE_PP0P_', ''),
('worst_setup_path', 'critPathSlowestCell', 'sky130_fd_sc_hd__edfxtp_1', ''),
('sta', 'period_minus_slack', '1.90', 'ns'),
('die', 'placement_rows', '30', ''),
('worst_setup_path', 'crit_path_start_kind', 'flip-flop', ''),
('clock_tree', 'cts_h_tree_depth', '1', ''),
('die', 'die_h', '105', 'um'),
('die', 'chip_area', '11000', 'um^2'),
('sta', 'finClkSkew', '0.00574', 'ns'),
('final_layout', 'layout-drive-gt1-share', '0.154', ''),
('synthesis', 'synth_area', '1610', 'um^2'),
('sta', 'clock.fmax', '0.526', 'GHz'),
('synthesis', 'yosysCellCount', '154', ''),
('synthesis', 'ys_types', '49', ''),
('sta', 'timing.max_slew.rel_slack', '0.613', ''),
('power', 'share_clk_of_total_power', '0.234', ''),
('power', 'leakage_power_figure', '0.738', 'nW'),
('worst_setup_path', 'arrival', '1.92', 'ns'),
('sta', 'final_setup_slack_of_the_worst_path', '0.199', 'ns'),
('grt', 'grt_usage', '0.0645', ''),
('sta', 'final.period_utilization', '0.905', ''),
('drt', 'drtPass1Iterations', '4', ''),
('clock_tree', 'ctsLongestPathBuffers', '2', ''),
('synthesis', 'synth_flops', '23', ''),
('drt', 'detail_route.antenna_diodes', '0', ''),
('power', 'irDropWorstVdd', '0.253', 'mV'),
('worst_hold_path', 'hold_path_startpoint', 'data[8]$_SDFFCE_PP0P_', ''),
('drt', 'routed-via-count', '1226', ''),
('placement', 'finalWeightedCongestion', '0.883', ''),
('drt', 'drtAntennaViolNets', '0', ''),
('run_status', 'outcome', 'finished clean', ''),
('final_layout', 'final_util', '0.297', ''),
('clock_tree', 'cts.reportedPaths.clkPinSlew', '0.08', 'ns'),
('synthesis', 'most_used_flip_flop_cell_after_synthesis', 'sky130_fd_sc_hd__edfxtp_1', ''),
('worst_setup_path', 'critical_path.cell_chain', 'inv_2, ha_1, buf_4, xor2_1, nor4_2, nand2_1, and3b_1', ''),
('clock_tree', 'clock_latency', '0.26', 'ns'),
('synthesis', 'yosys_area', '1610', 'um^2'),
('sta', 'worst_slew_pin_slew', '0.580', 'ns'),
('power', 'share_seq_of_total_power', '0.491', ''),
('drt', 'avgRoutedWirePerCell', '13.2', 'um'),
('grt', 'vias_in_the_first_global_route', '1110', ''),
('power', 'power_density', '574', 'nW/um^2'),
('power', 'switching_share', '0.278', ''),
('worst_setup_path', 'crit_path_end_kind', 'flip-flop', ''),
('sta', 'setup_viol', '0', ''),
('worst_setup_path', 'critical_path.max_stage_delay', '0.42', 'ns'),
('drt', 'wl', '3660', 'um'),
('run', 'drv_cap', '0', ''),
('worst_hold_path', 'hp-class', 'flip-flop to flip-flop', ''),
('synthesis', 'synth_seq_share', '0.427', ''),
('worst_setup_path', 'worst-endpoint-required', '2.12', 'ns'),
('die', 'core_region_area', '6910', 'um^2'),
('worst_setup_path', 'timing.critical_path.fanout_max', '6', ''),
('drt', 'detailedRoute.firstIterationViolations', '45', '');
[critical path, delay by kind of cell, from the launching register on]
| family | cells | cell delay (ns) |
|---|---|---|
| xor+xnor | 1 | 0.17 |
| fa+ha+maj | 1 | 0.37 |
| buf+inv | 2 | 0.26 |
| flops | 1 | 0.42 |
| simple gates | 3 | 0.45 |
[Yosys cell counts, types with 2 or more instances]
master	instances	area share
sky130_fd_sc_hd__buf_2	5	0.016
sky130_fd_sc_hd__ha_1	4	0.031
sky130_fd_sc_hd__o21ai_1	7	0.022
sky130_fd_sc_hd__nor2_1	13	0.030
sky130_fd_sc_hd__o21ai_0	6	0.019
sky130_fd_sc_hd__nor4b_1	2	0.011
sky130_fd_sc_hd__nor2b_1	7	0.027
sky130_fd_sc_hd__o22ai_1	6	0.023
sky130_fd_sc_hd__xnor2_1	3	0.016
sky130_fd_sc_hd__nand2b_1	7	0.027
sky130_fd_sc_hd__nor3_1	4	0.012
sky130_fd_sc_hd__mux2i_1	5	0.031
sky130_fd_sc_hd__a21oi_1	2	0.0062
sky130_fd_sc_hd__or4b_4	2	0.017
sky130_fd_sc_hd__xor3_1	2	0.030
sky130_fd_sc_hd__edfxtp_1	22	0.41
sky130_fd_sc_hd__nand2_1	6	0.014
sky130_fd_sc_hd__and3_1	2	0.0078
sky130_fd_sc_hd__clkbuf_1	4	0.0093
sky130_fd_sc_hd__inv_1	8	0.019
sky130_fd_sc_hd__xor2_1	2	0.011
sky130_fd_sc_hd__a211oi_1	2	0.0093
sky130_fd_sc_hd__a211o_1	6	0.033
sky130_fd_sc_hd__and3b_1	2	0.011
[power groups by stage]
| stage | Clock (W) | Combinational, W | Sequential (W) |
|---|---|---|---|
| finish | 0.000275 | 0.000324 | 0.000577 |
| CTS | 0.000291 | 0.000322 | 0.000578 |
| global route | 0.000310 | 0.000356 | 0.000585 |
[sequential cells by signal, indices dropped and copies added (netlist names)]
register and count:
need_store 1, i 4, need_reset 1, data 17
[worst paths after layout]
kind | slack (ns) | cells after the start | endpoint
worst max-delay path | 0.20 | 7 | i[1]$_SDFFCE_PP0P_
worst min-delay path | 0.61 | 2 | data[8]$_SDFFCE_PP0P_
worst max register to register | 0.20 | 7 | i[1]$_SDFFCE_PP0P_
worst min register to register | 0.61 | 2 | data[8]$_SDFFCE_PP0P_
max in group asynchronous | 1.28 | 2 | need_reset$_DFF_PN1_
min in group asynchronous | 0.80 | 2 | need_reset$_DFF_PN1_
[area by class of cell]
type,instances,area [um^2]
Tap cell,96,120
Sequential cell,23,687
Fill cell,716,4860
Multi-Input combinational cell,112,843
Clock buffer,4,45.0
Timing Repair Buffer,35,323
Inverter,8,30.0
[routing by layer]
| layer | part of all wire | GRT usage | up-vias | routed length [um] |
|---|---|---|---|---|
| li1 | - | - | 624 | - |
| met1 | 0.50 | 0.0953 | 567 | 1820 |
| met2 | 0.44 | 0.0988 | 33 | 1600 |
| met3 | 0.054 | 0.0137 | 2 | 198 |
| met4 | 0.011 | 0.00588 | 0 | 40 |
| met5 | 0 | 0 | - | 0 |
[cell families (layout without fill, tap and decap cells)]
| kind of cell | after synthesis | in the layout | share of synthesized area |
|---|---|---|---|
| mux | 5 | 5 | 0.0311 |
| xor+xnor | 7 | 7 | 0.0568 |
| simple gates | 54 | 54 | 0.212 |
| buf+inv | 19 | 47 | 0.0552 |
| compound gates | 41 | 41 | 0.184 |
| flops | 23 | 23 | 0.427 |
| fa+ha+maj | 4 | 4 | 0.0311 |
| other cells | 1 | 1 | 0.00233 |
[timing repair]
action	in CTS	in global routing
endpoints found under the setup margin	0	4
hold buffers	0	0
resized	0	3
[per-stage QoR]
| stage | hold slack, ns | std cells | setup TNS (ns) | area [um^2] | power, W |
|---|---|---|---|---|---|
| after floorplan | 0.272 | 154 | 0 | 1610 | 0.000775 |
| after global placement | 0.590 | 274 | -0.127 | 1990 | 0.000908 |
| after detailed placement | 0.598 | 274 | -0.115 | 1990 | 0.000909 |
| after CTS | 0.619 | 278 | 0 | 2040 | 0.00119 |
| after global routing | 0.685 | 278 | 0 | 2050 | 0.00125 |
| final | 0.612 | 278 | 0 | 2050 | 0.00118 |
[cells in the final DEF (no fill, tap or decap), types with 2 or more instances in the layout]
master and instances:
sky130_fd_sc_hd__a211o_1 6, sky130_fd_sc_hd__a211oi_1 2, sky130_fd_sc_hd__a21oi_1 2, sky130_fd_sc_hd__and3_1 2, sky130_fd_sc_hd__and3b_1 2, sky130_fd_sc_hd__buf_4 11, sky130_fd_sc_hd__clkbuf_8 3, sky130_fd_sc_hd__clkdlybuf4s50_1 24
sky130_fd_sc_hd__edfxtp_1 22, sky130_fd_sc_hd__ha_1 4, sky130_fd_sc_hd__inv_1 7, sky130_fd_sc_hd__mux2i_1 5, sky130_fd_sc_hd__nand2_1 6, sky130_fd_sc_hd__nand2b_1 7, sky130_fd_sc_hd__nor2_1 13, sky130_fd_sc_hd__nor2b_1 7
sky130_fd_sc_hd__nor3_1 3, sky130_fd_sc_hd__o21ai_0 6, sky130_fd_sc_hd__o21ai_1 7, sky130_fd_sc_hd__o22ai_1 6, sky130_fd_sc_hd__or4b_4 2, sky130_fd_sc_hd__xnor2_1 3, sky130_fd_sc_hd__xor2_1 2, sky130_fd_sc_hd__xor3_1 2
Power figures rest on the tool's default switching activity, not on a simulated workload.
